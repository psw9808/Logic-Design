## ./run.sh

```bash
#!/bin/bash
# OpenROAD 26Q1-2900-gdf79404cd8, Yosys 0.63+post, stock flow scripts
make -C /OpenROAD-flow-scripts/flow DESIGN_CONFIG=/design/flow/config.mk WORK_HOME=/design/flow/orfs finish
```

## ./config.mk

```make
export PLATFORM = sky130hd
export DESIGN_NAME = rca16b
export DESIGN_NICKNAME = rca16b
export VERILOG_FILES = /design/flow/design.v
export SDC_FILE = /design/flow/constraint.sdc
export NUM_CORES = 4
export LEC_CHECK = 1
export CORE_AREA = 10 10 70 70
export DIE_AREA = 0 0 80 80
```

## ./constraint.sdc

```tcl
current_design rca16b

set clk_period 12.4
set clk_io_pct 0.2

create_clock -name clk0 -period $clk_period

set non_clock_inputs [all_inputs -no_clocks]
set_input_delay [expr $clk_period * $clk_io_pct] -clock clk0 $non_clock_inputs
set_output_delay [expr $clk_period * $clk_io_pct] -clock clk0 [all_outputs]
```

## ./design.v

```verilog
module bit16adder(input[15:0] a, b,input c_in, output[15:0] sum, output c_out);
	wire c1,c2,c3;
	bit4adder a0(a[3:0],b[3:0],c_in,sum[3:0],c1);
	bit4adder a1(a[7:4],b[7:4],c1,sum[7:4],c2);
	bit4adder a2(a[11:8],b[11:8],c2,sum[11:8],c3);
	bit4adder a3(a[15:12],b[15:12],c3,sum[15:12],c_out);
endmodule	
module bit1fulladder(input a,b,c_in, output sum, c_out);
	wire s1,s2,c1;
	and a1(c1,a,b), a2(s2,s1,c_in);
	xor x1(s1,a,b), x2(sum,s1,c_in), x3(c_out,s2,c1);
endmodule
module bit4adder(input[3:0] a, b,input c_in, output[3:0] sum, output c_out);
	wire c1,c2,c3;
	bit1fulladder a0(a[0],b[0],c_in,sum[0],c1);
	bit1fulladder a1(a[1],b[1],c1,sum[1],c2);
	bit1fulladder a2(a[2],b[2],c2,sum[2],c3);
	bit1fulladder a3(a[3],b[3],c3,sum[3],c_out);
endmodule	
module rca16b(input[15:0] a1,b1, input cin, output[15:0] sum, output cout);
	bit16adder u1(a1, b1, cin, sum, cout);
endmodule
```

==> README.md <==
| Stage | Item | This run |
|:---|:---|:---|
| run status | Run status | finished, final reports clean |
| detailed routing | WL/cell | 12.9 µm |
| synthesis | Number of cells in Yosys stat | 37 |
| cells and area | Clkbuf count | 0 |
| final timing | Setup violation total in the final timing report | 0 |
| cells and area | Fraction of layout cells with a size suffix above 1 | 0.0423 |
| final timing | Setup Total Neg Slack | 0 ps |
| setup path | Setup crit end kind | output pin |
| run | Reported max-cap violation count | 0 |
| pwr | Lkg Pwr | 0.337 nW |
| detailed routing | Wire length reported by the detailed router | 1.51 mm |
| floorplan | Die extent in x | 80 µm |
| setup path | Launch point of the critical path | a1[0] |
| global routing | Number of global-route vias before repair | 430 |
| worst hold path | Class of the tightest hold or removal check | in -> out |
| final timing | Unrepaired setup endpoints after global routing | no |
| cells and area | Most common logic cells in the final layout | sky130_fd_sc_hd__clkdlybuf4s50_1 (50), sky130_fd_sc_hd__fa_1 (13), sky130_fd_sc_hd__inv_1 (5) |
| setup path | Crit path kind | in -> out |
| final timing | Period utilization | 0.981 |
| global routing | Antenna violations before repair | 0 |
| final timing | Clock period minus worst slack | 12170 ps |
| global routing | Gr ovfl total | 0 |
| detailed routing | Top sig layer | met3 |
| final timing | Max Fclk | 82.2 MHz |
| pwr | Worst VDD drop | 0.0000154 V |
| placement | GP Congestion | 0.853 |
| final timing | Transition at the pin with the smallest max-transition slack | 117 ps |
| final timing | Worst-case headroom to the max-slew limit | 0.922 |
| cells and area | Num sequential | 0 |
| global routing | First-pass GRT wire length | 2.27 mm |
| pwr | PwrDens | 47.7 nW/µm² |
| detailed routing | Antenna Nets Post-Route | 0 |
| floorplan | Floorplan Utilization | 0.134 |
| placement | Port bufs | 50 |
| final timing | Slack of the critical path | 230 ps |
| floorplan | Number of rows created at floorplan | 21 |
| detailed routing | Total vias in the final route | 384 |
| floorplan | IO Count | 50 |
| detailed routing | Detail-routed via count per cell | 3.28 |
| run | Number of OpenROAD warnings | 32 |
| placement | HPWL after detailed placement | 1.49 mm |
| final timing | Max Transition Viols Final | 0 |
| detailed routing | First-pass iteration count of the detailed router | 1 |
| final timing | Number of failing hold endpoints at the final stage | 0 |
| synthesis | Mapped Area | 459 µm² |
| global routing | Largest net degree at the start of global routing | 2 |
| setup path | Critical Path Sink | sum[15] |
| detailed routing | Diodes inserted | 0 |
| floorplan | Height of the die | 80 µm |
| placement | Worst slack, placed | 67.3 ps |
| setup path | Critical path startpoint category | input pin |
| synthesis | Post-synthesis cell count | 37 |
| placement | Placed Cells incl. Taps | 117 |
| clock tree | Post-CTS Setup Bufs | 0 |
| final timing | Smallest hold slack | 6020 ps |
| detailed routing | Count of routing violations after the opening detailed-route iteration | 0 |
| global routing | GRT Overall Usage | 0.0444 |
| cells and area | Final non-filler cell total | 117 |
| cells and area | Growth of design area from synthesis to finish | 97.0% |
| cells and area | Total area of sequential cells | 0 µm² |
| clock tree | Cts-stage hold buffer count | 0 |
| synthesis | Number of warnings issued by yosys | 0 |
| floorplan | Core box area | 3420 µm² |
| floorplan | Chip area | 6400 µm² |
| synthesis | Unique cell types | 3 |
| detailed routing | Detailed-routed wire length on met2 | 422 µm |
| setup path | Crit path max fanout | 1 |
| detailed routing | Met1 wire length | 554 µm |
| detailed routing | Post-detailed-route DRC marker count | 0 |
| synthesis | Synthesized area per cell | 12.4 µm² |
| cells and area | Dominant logic cell type in the layout | sky130_fd_sc_hd__clkdlybuf4s50_1 |
| setup path | Data required time of the worst path | 9920 ps |
| setup path | Critical path arrival | 9690 ps |
| detailed routing | Met3 wire length | 527 µm |
| synthesis | Fraction of the yosys area taken by sequential cells | 0 |
| synthesis | Chip area line of the yosys report | 459 µm² |
## worst min path at each step
stage | startpoint | to | cells past startpoint
after CTS | b1[15] | cout | 5
after global routing | b1[0] | sum[0] | 3
final | b1[15] | cout | 5
## per-stage QoR
stage / util / total power, W / instance area [µm²]
finish: 0.265 / 0.0000432 / 905
global route: 0.265 / 0.0000485 / 905
CTS: 0.263 / 0.0000442 / 897
detailed placement: 0.263 / 0.0000440 / 897
global placement: 0.263 / 0.0000439 / 897
floorplan: - / 0.0000207 / 459
## cell type report
cell class / instances / area [µm²]
Multi-Input combinational cell: 16 / 328
Fill cell: 353 / 2510
Tap cell: 46 / 57.6
Timing Repair Buffer: 50 / 500
Inverter: 5 / 18.8
## layer usage
| metal | vias up | GRT usage |
|---|---|---|
| li1 | 158 | - |
| met1 | 174 | 0.0512 |
| met2 | 52 | 0.0506 |
| met3 | 0 | 0.0591 |
| met4 | 0 | 0 |
| met5 | - | 0 |
## repair_timing
action                                 4_1_cts  5_1_grt
resized                                      0        3
setup endpoints to repair                    0        1
endpoints found under the hold margin        0        0
## kinds of logic (layout without fill, tap and decap cells)
kind of cell / Yosys count / in the layout / share of synthesized area
fa+ha+maj: 16 / 16 / 0.698
buf+inv: 21 / 55 / 0.302
## power by group
group	total, W	switching, W	internal [W]	leakage, nW
clock	0	0	0	0
combinational	0.0000432	0.0000111	0.0000321	0.337
sequential	0	0	0	0
## critical path, stage by stage
cell and delay [ps]:
sky130_fd_sc_hd__clkdlybuf4s50_1 430, sky130_fd_sc_hd__fa_1 450, sky130_fd_sc_hd__fa_2 350, sky130_fd_sc_hd__fa_2 340, sky130_fd_sc_hd__fa_1 390, sky130_fd_sc_hd__fa_1 390, sky130_fd_sc_hd__fa_2 350, sky130_fd_sc_hd__fa_1 380
sky130_fd_sc_hd__fa_1 390, sky130_fd_sc_hd__fa_1 380, sky130_fd_sc_hd__fa_1 380, sky130_fd_sc_hd__fa_1 390, sky130_fd_sc_hd__fa_1 400, sky130_fd_sc_hd__fa_1 390, sky130_fd_sc_hd__fa_1 390, sky130_fd_sc_hd__fa_1 370
sky130_fd_sc_hd__inv_1 80, sky130_fd_sc_hd__fa_1 420, sky130_fd_sc_hd__inv_1 70, sky130_fd_sc_hd__clkdlybuf4s50_1 460
## Yosys cell counts (all sizes together)
cell	n	area, µm²
fa	16	320
inv	5	18.8
buf	16	120
No activity file was given, so power comes from the tool's default toggle rates.
