## design/flow/config.mk

```make
export PLATFORM = sky130hd
export DESIGN_NAME = cla16b
export DESIGN_NICKNAME = cla16b
export VERILOG_FILES = /design/flow/design.v
export SDC_FILE = /design/flow/constraint.sdc
export NUM_CORES = 4
export LEC_CHECK = 1
export CORE_AREA = 10 10 79 79
export DIE_AREA = 0 0 89 89
```

## design/flow/design.v

```verilog
module bit1fulladder(input a,b,c_in, output sum, c_out);
	wire s1,s2,c1;
	and a1(c1,a,b), a2(s2,s1,c_in);
	xor x1(s1,a,b), x2(sum,s1,c_in), x3(c_out,s2,c1);
endmodule
module cla16b(input[15:0] a1,b1, input cin, output[15:0] sum, output cout);
	wire[2:0] c;
	cla4bit u0(a1[3:0],b1[3:0],cin,sum[3:0],c[0]);
	cla4bit u1(a1[7:4],b1[7:4],c[0],sum[7:4],c[1]);
	cla4bit u2(a1[11:8],b1[11:8],c[1],sum[11:8],c[2]);
	cla4bit u3(a1[15:12],b1[15:12],c[2],sum[15:12],cout);
endmodule
module cla4bit(input[3:0] a,b, input c_in, output[3:0] sum, output c_out);
	wire[3:0] c;
	clb c1(a,b,c_in,c);
	bit1fulladder a0(a[0],b[0],c_in,sum[0],);
	bit1fulladder a1(a[1],b[1],c[0],sum[1],);
	bit1fulladder a2(a[2],b[2],c[1],sum[2],);
	bit1fulladder a3(a[3],b[3],c[2],sum[3],);
	assign c_out = c[3];
endmodule
`timescale 1ns/1ns
module clb(input[3:0] a,b, input c, output[3:0] out);
	wire[3:0] g,p;
	wire s00, s10,s11, s20,s21,s22, s30,s31,s32,s33;
	and #7 n0(g[0],a[0],b[0]), n1(g[1],a[1],b[1]), n2(g[2],a[2],b[2]), n3(g[3],a[3],b[3]);
	xor #6 x0(p[0],a[0],b[0]), x1(p[1],a[1],b[1]), x2(p[2],a[2],b[2]), x3(p[3],a[3],b[3]);
	or #7 o00(out[0],g[0],s00);
	and #7 n00(s00,p[0],c);
	or #7 o10(out[1],g[1],s10,s11);
	and #7 n10(s10,p[1],g[0]), n11(s11,p[1],p[0],c);
	or #7 o20(out[2],g[2],s20,s21,s22);
	and #7 n20(s20,p[2],g[1]), n21(s21,p[2],p[1],g[0]), n22(s22,p[2],p[1],p[0],c);
	or #7 o30(out[3],g[3],s30,s31,s32,s33);
	and #7 n30(s30,p[3],g[2]), n31(s31,p[3],p[2],g[1]), n32(s32,p[3],p[2],p[1],g[0]), n33(s33,p[3],p[2],p[1],p[0],c);
endmodule
```

## design/flow/run.sh

```bash
#!/bin/bash
# OpenROAD 26Q1-2900-gdf79404cd8, Yosys 0.63+post, stock flow scripts
make -C /OpenROAD-flow-scripts/flow DESIGN_CONFIG=/design/flow/config.mk WORK_HOME=/design/flow/orfs finish
```

## design/flow/constraint.sdc

```tcl
current_design cla16b

set clk_period 10.3
set clk_io_pct 0.2

create_clock -name clk0 -period $clk_period

set non_clock_inputs [all_inputs -no_clocks]
set_input_delay [expr $clk_period * $clk_io_pct] -clock clk0 $non_clock_inputs
set_output_delay [expr $clk_period * $clk_io_pct] -clock clk0 [all_outputs]
```

==> results_slide.txt <==
Synthesis and Place & Route Summary

Placement
  – DP Area: 1280 um^2
  – Number of I/O port buffers: 50
  – GP Congestion: 0.753
  – Post-DP HPWL: 2030 um

Logic synthesis
  – # Cells Yosys: 106
  – Total number of yosys warnings: 0
  – Distinct cells, synth: 28
  – Mapped Cells: 106
  – Area share of the largest cell type after synthesis: 0.240
  – Top cells by instance count after synthesis: buf_4 (16), ha_1 (16), inv_1 (16), xnor2_1 (8), a21oi_1 (7)
  – Post-Synthesis Cell Area: 833 um^2
  – Synth top area cells: ha_1 (24%), buf_4 (14%), fa_1 (9.6%)
  – Synth Seq Share: 0
  – Post-synth top area cell: ha_1
  – Yosys Chip Area: 833 um^2
  – Syn_area_per_cell: 7.86 um^2

Routing
  – Initial detailed-routing violation count: 1
  – Wirelength per Cell: 11.1 um
  – Vias per cell: 3.92
  – DRT Pass-1 Iters: 2
  – Remaining antenna violation count after routing: 0
  – Antenna Cells: 0
  – DRC viols: 0
  – WL final: 2160 um
  – Via count: 761

Floorplanning
  – Ports: 50
  – Fp util: 0.179
  – Die height: 89 um
  – CORE AREA: 4660 um^2
  – Die area: 7920 um^2
  – Die width: 89 um
  – Site row count: 25

Setup path
  – Most common cell on crit path: clkdlybuf4s50_1
  – Kind of critical path: input port to primary output
  – CP max FO: 3
  – Worst Path Buf+Inv: 2
  – Cell Chain, Critical Path: clkdlybuf4s50_1, ha_1, a21oi_1, nand4b_1, a211o_1, and2_2, o31a_1, fa_1, xnor2_1, clkdlybuf4s50_1
  – Instance count on the critical path: 10
  – Startpoint Class: input port
  – Crit-path max cell delay: 0.49 ns
  – Delay-heaviest family, CP: buffers and inverters
  – Crit end category: primary output
  – Critical path data required time: 8.24 ns
  – Data arrival, critical path: 4.92 ns
  – Slowest CP cell: clkdlybuf4s50_1
  – Worst Setup SP: b1[0]
  – Critical Path Sink: sum[13]

Power
  – Peak VDD IR: 0.0000194 V
  – Seq pwr share: 0
  – Clk network pwr share: 0
  – Sw Ratio: 0.340
  – Pwr Density: 60.2 nW/um^2
  – Internal cell power: 0.0000509 W
  – Net Sw Power: 0.0000263 W
  – Part of the power in combinational logic: 1.000
  – Static leakage: 0.568 nW

Hold path
  – Hold Crit Class: input port to primary output

STA
  – Slew margin rel.: 0.777
  – Final Hold Vio Count: 0
  – Period Utilization, post-route: 0.678
  – Minimum clock period: 6.98 ns
  – Max-slew violation count: 0
  – Setup TNS: 0 ns
  – Worst-margin pin slew: 0.335 ns
  – Final setup fails: 0
  – RSZ-0062 raised after global routing: false
  – F_max: 143 MHz

Run
  – Max-Cap Viols: 0
  – OpenROAD warnings: 32

Layout
  – Flip-flop and latch count: 0
  – Flop area: 0 um^2
  – Share of cells above drive strength 1: 0.0429
  – Clock buffers: 0
  – Final instance area: 1280 um^2
  – Area growth from synthesis to layout: 53.8%

CTS
  – Post-CTS setup buffer count: 0
  – CTS resizes: 0
  – Post-cts hold-fix buffer tally: 0

Global route
  – Largest net degree at the start of global routing: 6
  – Total track usage: 0.0503
  – First-pass GRT wire length: 3280 um
  – Initial antenna violation count: 0
  – Final global-route overflow total: 0
  – Vias in the first global route: 776

Run status
  – Status: completed
==> metrics by stage <==
stage                      util  hold slack, ns  setup slack (ns)  std cells  total power (W)
final                     0.275            5.20              3.32        194        0.0000772
after global routing      0.275            5.25              3.18        194        0.0000860
after global placement    0.275            5.20              3.31        194        0.0000787
after CTS                 0.275            5.22              3.28        194        0.0000793
after detailed placement  0.275            5.22              3.31        194        0.0000787
after floorplan               -            4.29              4.22        106        0.0000495
==> layer usage <==
layer / routed length (um) / track usage
met1: 898 / 0.0595
met2: 927 / 0.0878
met3: 329 / 0.0220
met4: 0 / 0
met5: 0 / 0
==> cell type report <==
class                      instances  area, um^2
fill                             503        3380
inverter                          16        60.1
multi-input combinational         74         653
tap                               54        67.6
timing repair buffer              50         500
==> tightest hold or removal path, delay by kind of cell <==
| family | cells | cell delay [ns] |
|---|---|---|
| buffers and inverters | 4 | 0.92 |
| adder cells (fa/ha/maj) | 1 | 0.15 |
==> logic make-up (layout without fill, tap and decap cells) <==
logic type | Yosys count | after routing | synth area share
xor gates and xnor gates | 9 | 9 | 0.0946
buffers and inverters | 32 | 66 | 0.216
adders and majority gates | 20 | 20 | 0.336
AOI/OAI and AO/OA | 24 | 24 | 0.225
and+or+nand+nor | 20 | 20 | 0.116
muxes | 1 | 1 | 0.0120
==> cells in the final DEF (no fill, tap or decap) <==
cell type         n
ha_1             16
nor2b_1           2
nor2_1            6
nand4b_1          1
o21ai_0           1
a2111oi_4         1
a21oi_2           1
mux2i_1           1
a21oi_1           7
xor2_1            1
fa_1              4
o21ai_1           1
and2_2            1
o31a_1            1
nand2_1           6
a21o_1            5
or2_1             1
nor3_1            2
o21a_1            1
inv_1            16
a221oi_1          1
a31oi_1           1
a211o_1           1
xnor2_1           8
clkdlybuf4s50_1  50
o21ai_2           1
o31a_2            2
nand2b_1          1
==> worst min-delay path by stage <==
stage     start     end  depth (start not counted)
4_1_cts     cin  sum[0]                          5
5_1_grt   a1[4]  sum[4]                          5
6_report    cin  sum[0]                          5
==> power by group through the flow <==
stage / registers (W) / clock network, W / logic, W
6_report: 0 / 0 / 0.0000772
5_1_grt: 0 / 0 / 0.0000860
4_1_cts: 0 / 0 / 0.0000793
Power is estimated from default activity; no workload was simulated.
