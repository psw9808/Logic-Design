--- flow/run.sh ---
#!/bin/bash
# OpenROAD 26Q1-2900-gdf79404cd8, Yosys 0.63+post, stock flow scripts
make -C /OpenROAD-flow-scripts/flow DESIGN_CONFIG=/design/flow/config.mk WORK_HOME=/design/flow/orfs finish
--- flow/config.mk ---
export PLATFORM = sky130hd
export DESIGN_NAME = alu
export DESIGN_NICKNAME = alu
export VERILOG_FILES = /design/flow/design.v
export SDC_FILE = /design/flow/constraint.sdc
export NUM_CORES = 4
export LEC_CHECK = 1
export CORE_UTILIZATION = 50
--- flow/constraint.sdc ---
current_design alu

set clk_period 71.0
set clk_io_pct 0.2

create_clock -name clk0 -period $clk_period

set non_clock_inputs [all_inputs -no_clocks]
set_input_delay [expr $clk_period * $clk_io_pct] -clock clk0 $non_clock_inputs
set_output_delay [expr $clk_period * $clk_io_pct] -clock clk0 [all_outputs]
--- flow/design.v ---
module add(input[15:0] a,b, output[15:0] out, output overflow);
	bit16adder a1(a, b, 0, out, overflow);
endmodule
module alu(input[15:0] a,b,input[1:0] sel, output[15:0] out4559, output overflow);
	wire[15:0] addout,subout,mulout,divout;
	wire addof,subof,mulof,divof;
	add a1(a,b,addout,addof);
	sub s1(a,b,subout,subof);
	mul m1(a,b,mulout,mulof);
	div d1(a,b,divout,divof);
	mux41 mux1(addout,subout,mulout,divout,sel,out4559);
	bit1mux41 mux2(addof,~subof,mulof,divof,sel,overflow);
endmodule
module bit16adder(input[15:0] a, b,input c_in, output[15:0] sum, output c_out);
	wire c1,c2,c3;
	bit4adder a0(a[3:0],b[3:0],c_in,sum[3:0],c1);
	bit4adder a1(a[7:4],b[7:4],c1,sum[7:4],c2);
	bit4adder a2(a[11:8],b[11:8],c2,sum[11:8],c3);
	bit4adder a3(a[15:12],b[15:12],c3,sum[15:12],c_out);
endmodule	
module bit1fulladder(input a,b,c_in, output sum, c_out);
	wire s1,s2,c1;
	and a1(c1,a,b), a2(s2,s1,c_in);
	xor x1(s1,a,b), x2(sum,s1,c_in), x3(c_out,s2,c1);
endmodule
module bit1mux41(a,b,c,d,sel,y);
	input a,b,c,d;
	input [1:0] sel;
	output reg y;
	always@(*) begin
		case(sel)
		2'b00: y=a;
		2'b01: y=b;
		2'b10: y=c;
		2'b11: y=d;
		endcase
	end
endmodule
module bit4adder(input[3:0] a, b,input c_in, output[3:0] sum, output c_out);
	wire c1,c2,c3;
	bit1fulladder a0(a[0],b[0],c_in,sum[0],c1);
	bit1fulladder a1(a[1],b[1],c1,sum[1],c2);
	bit1fulladder a2(a[2],b[2],c2,sum[2],c3);
	bit1fulladder a3(a[3],b[3],c3,sum[3],c_out);
endmodule	
module div(input[15:0] a,b, output reg[15:0] out, output reg overflow);
	reg[31:0] R;
	always@(a,b)begin
		R = 0;
		R = a;
		if(a<b)begin
			out = 0;
			overflow = 1;
		end
		else begin
			repeat(16) begin
				R = R<<1;
				if(R[31:16]>=b) begin
					R[0] = 1;
					R[31:16] = R[31:16]-b;
				end
			end
			out = R[15:0];
			overflow = 0;
		end
	end
endmodule
module mul(input[15:0] a,b, output[15:0] out, output overflow);
	wire[15:0] a0,a1,a2,a3,a4,a5,a6,a7,a8,a9,a10,a11,a12,a13,a14,a15;
	wire[15:0] o1,o2,o3,o4,o5,o6,o7,o8,o9,o10,o11,o12,o13,o14;
	wire c1,c2,c3,c4,c5,c6,c7,c8,c9,c10,c11,c12,c13,c14,c15;
	wire r1,r2,r3,r4,r5,r6,r7,r8,r9,r10,r11,r12,r13,r14,r16,r17,r18,r19,r20,r21,r22,r23,r24,r25,r26,r27,r28;
	multiandgate u0(a,b[0],a0);
	multiandgate u1(a,b[1],a1);
	multiandgate u2(a,b[2],a2);
	multiandgate u3(a,b[3],a3);
	multiandgate u4(a,b[4],a4);
	multiandgate u5(a,b[5],a5);
	multiandgate u6(a,b[6],a6);
	multiandgate u7(a,b[7],a7);
	multiandgate u8(a,b[8],a8);
	multiandgate u9(a,b[9],a9);
	multiandgate u10(a,b[10],a10);
	multiandgate u11(a,b[11],a11);
	multiandgate u12(a,b[12],a12);
	multiandgate u13(a,b[13],a13);
	multiandgate u14(a,b[14],a14);
	multiandgate u15(a,b[15],a15);
	bit16adder add0(a0, a1<<1, 0, o1, c1);
	bit16adder add1(o1, a2<<2, 0, o2, c2);
	bit16adder add2(o2, a3<<3, 0, o3, c3);
	bit16adder add3(o3, a4<<4, 0, o4, c4);
	bit16adder add4(o4, a5<<5, 0, o5, c5);
	bit16adder add5(o5, a6<<6, 0, o6, c6);
	bit16adder add6(o6, a7<<7, 0, o7, c7);
	bit16adder add7(o7, a8<<8, 0, o8, c8);
	bit16adder add8(o8, a9<<9, 0, o9, c9);
	bit16adder add9(o9, a10<<10, 0, o10, c10);
	bit16adder add10(o10, a11<<11, 0, o11, c11);
	bit16adder add11(o11, a12<<12, 0, o12, c12);
	bit16adder add12(o12, a13<<13, 0, o13, c13);
	bit16adder add13(o13, a14<<14, 0, o14, c14);
	bit16adder add14(o14, a15<<15, 0, out, c15);
	or or1(r1,|(a15>>1),|(a14>>2));
	or or2(r2,r1,|(a13>>3));
	or or3(r3,r2,|(a12>>4));
	or or4(r4,r3,|(a11>>5));
	or or5(r5,r4,|(a10>>6));
	or or6(r6,r5,|(a9>>7));
	or or7(r7,r6,|(a8>>8));
	or or8(r8,r7,|(a7>>9));
	or or9(r9,r8,|(a6>>10));
	or or10(r10,r9,|(a5>>11));
	or or11(r11,r10,|(a4>>12));
	or or12(r12,r11,|(a3>>13));
	or or13(r13,r12,|(a2>>14));
	or or14(r14,r13,|(a1>>15));
	or or15(r15,r14,c1);
	or or16(r16,r15,c2);
	or or17(r17,r16,c3);
	or or18(r18,r17,c4);
	or or19(r19,r18,c5);
	or or20(r20,r19,c6);
	or or21(r21,r20,c7);
	or or22(r22,r21,c8);
	or or23(r23,r22,c9);
	or or24(r24,r23,c10);
	or or25(r25,r24,c11);
	or or26(r26,r25,c12);
	or or27(r27,r26,c13);
	or or28(r28,r27,c14);
	or or29(overflow,r28,c15);
endmodule
module multiandgate(input[15:0] a,input b, output[15:0] y);
	and a0(y[0],a[0],b);
	and a1(y[1],a[1],b);
	and a2(y[2],a[2],b);
	and a3(y[3],a[3],b);
	and a4(y[4],a[4],b);
	and a5(y[5],a[5],b);
	and a6(y[6],a[6],b);
	and a7(y[7],a[7],b);
	and a8(y[8],a[8],b);
	and a9(y[9],a[9],b);
	and a10(y[10],a[10],b);
	and a11(y[11],a[11],b);
	and a12(y[12],a[12],b);
	and a13(y[13],a[13],b);
	and a14(y[14],a[14],b);
	and a15(y[15],a[15],b);
endmodule
module mux41(a,b,c,d,sel,y);
	input [15:0] a,b,c,d;
	input [1:0] sel;
	output reg [15:0] y;
	always@(*) begin
		case(sel)
		2'b00: y=a;
		2'b01: y=b;
		2'b10: y=c;
		2'b11: y=d;
		endcase
	end
endmodule
module sub(input[15:0] a,b, output[15:0] out, output overflow);
	bit16adder a1(a, ~b, 1, out, overflow);
endmodule
==> run_results.csv <==
group,metric,value,unit
status,status,"completed",
final_layout,final-seq-area,0,um2
global_route,grt_pass1_wl,99600,um
placed_design,io_buffers,51,
clocking,cts_setup_buffers,0,
sta,finalSetupViolCount,0,
sta,setup_tns,0,ns
min_path,hp-class,"in2out",
routing,n_antenna_cell,0,
die,die_w,193,um
final_layout,utilization,0.544,
final_layout,clock_buffers,0,
worst_setup_path,end_kind,"output pin",
synth,ys_area,18200,um2
synth,syn_inst,2416,
sta,rsz0062_at_grt,"no",
worst_setup_path,path_common_cell,"ha_1",
placed_design,place_ws,4.81,ns
sta,worst_pin_slew,0.915,ns
die,die_y,193,um
worst_setup_path,cp-start-kind,"input port",
synth,yosys.stat.seqShare,0,
routing,first_pass_iters,27,
routing,viasPerCell,6.27,
worst_setup_path,crit_type,"in2out",
placed_design,gp_congestion,0.997,
synth,topCellsByArea,"ha_1 21%, fa_1 16%, nor2_1 5.3%",
global_route,overflow,0,
die,chip_area,37300,um2
die,floorplan.rows,69,
die,core_area,35700,um2
worst_setup_path,cpPeakStageDelay,0.73,ns
die,floorplanUtilization,0.510,
sta,finalCriticalPeriod,66.92,ns
synth,top_cell_area_share,0.206,
job,tool_warnings,63,
routing,ant_nets,0,
worst_setup_path,arrival,52.72,ns
worst_setup_path,crit_path_max_fanout,27,
routing,drc,0,
global_route,grt_pass1_vias,17500,
final_layout,most-common-layout-cells,"301 x ha_1, 260 x nor2_1, 215 x nand2_1",
worst_setup_path,worst-endpoint-required,56.80,ns
final_layout,flops,0,
worst_setup_path,critPathSlowestCell,"nor2_1",
final_layout,area_growth,6.68,%
routing,num_vias,18300,
synth,yosysUniqueCellTypes,92,
final_layout,drive_gt1_frac,0.0594,
sta,period_used_share,0.942,
sta,fmax,14.9,MHz
sta,hold_violations,0,
sta,worst_slack,4.08,ns
synth,yosysWarnings,21,
min_path,whs_path_depth,4,
global_route,grt_start_max_net_pins,32,
min_path,holdPathEnd,"overflow",
global_route,grtUsageTotal,0.366,
placed_design,post-dp-hpwl,51000,um
clocking,hold_buffers,0,
final_layout,final_common_cell,"ha_1",
routing,wirelength,65000,um
min_path,min_from,"sel[0]",
synth,largest_area_cell,"ha_1",
sta,finalMaxSlewViolations,0,
global_route,antenna_found_initial,0,
job,maxCapViolations,0,
clocking,ctsResizeCount,0,
synth,avgSynthCellArea,7.55,um2
die,io_pins,51,
routing,post_drt_wl_per_cell,22.3,um
synth,ys_cells,2416,
synth,synth_area,18200,um2
sta,slew_headroom,0.388,
routing,drtIter0Drc,1040,
routing by layer:
| layer | vias up | GRT usage | share of wire |
|---|---|---|---|
| met5 | - | 0 | 0 |
| met4 | 0 | 0.110 | 0.037 |
| met3 | 138 | 0.0896 | 0.080 |
| met2 | 640 | 0.593 | 0.46 |
| li1 | 8816 | - | - |
| met1 | 8692 | 0.489 | 0.42 |
cell type report:
class	instances	area (um2)
multi-input cells	2165	17300
fillers	3441	16300
inverters	193	724
repair buffers	98	853
well taps	461	577
cell usage after synthesis, types with 27 or more instances:
cell type    n
or3_1       34
o21a_1      71
nor3_1      71
o211ai_1    27
mux2_2      31
inv_1      182
xnor2_1     94
nand4_1     41
xor2_1      59
nand3_1     29
nand2_1    215
nor2_1     260
fa_1       149
a31oi_1     28
o21ai_0    134
a21oi_1    154
nand2b_1    37
clkbuf_1    35
nor2b_1     33
a21o_1      67
ha_1       301
how the worst max path moves through the flow:
stage / start / endpoint / slack, ns / depth (start not counted)
CTS: a[15] / out4559[0] / 4.62 / 139
global route: a[15] / out4559[0] / 1.65 / 142
finish: a[15] / out4559[0] / 4.08 / 140
stage by stage:
stage | std cells | hold WS, ns | cell area [um2]
finish | 2917 | 29.60 | 19500
global route | 2917 | 29.66 | 19500
floorplan | 2416 | 28.43 | 18200
global placement | 2917 | 29.59 | 19500
CTS | 2917 | 29.60 | 19500
detailed placement | 2917 | 29.59 | 19500
critical path: cells and delay by family:
kind	cells	cell delay, ns
AOI/OAI and AO/OA	68	18.68
and+or+nand+nor	35	9.03
muxes	2	0.75
buffers and inverters	17	4.11
adders and majority gates	17	5.66
xor gates and xnor gates	1	0.14
kinds of logic (layout without fill, tap and decap cells):
group	after synthesis	after routing	synth area share
AND/OR/NAND/NOR	801	801	0.205
AND-OR/OR-AND	703	703	0.264
adder cells (fa/ha/maj)	450	450	0.370
buffers and inverters	251	291	0.0531
multiplexers	58	58	0.0347
XOR/XNOR	153	153	0.0735
